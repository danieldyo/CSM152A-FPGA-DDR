[design/flow/config.mk]
export PLATFORM = sky130hd
export DESIGN_NAME = segdisplay
export DESIGN_NICKNAME = segdisplay
export VERILOG_FILES = /design/flow/design.v
export SDC_FILE = /design/flow/constraint.sdc
export NUM_CORES = 4
export LEC_CHECK = 1
export CORE_UTILIZATION = 30
[design/flow/constraint.sdc]
current_design segdisplay

set clk_period 15.8
set clk_io_pct 0.2

create_clock -name clk0 -period $clk_period [get_ports {segclk}]

set non_clock_inputs [all_inputs -no_clocks]
set_input_delay [expr $clk_period * $clk_io_pct] -clock clk0 $non_clock_inputs
set_output_delay [expr $clk_period * $clk_io_pct] -clock clk0 [all_outputs]
[design/flow/design.v]
`timescale 1ns / 1ps
module segdisplay(
	input wire segclk,		 
	input wire clr,			 
	output reg [6:0] seg,	 
	output reg [3:0] an,		 
	input score0,
	input score1,
	input score2,
	input score3,
	input score4,
	input score5,
	input score6,
	input score7,
	input score8,
	input score9,
	input score10,
	input score11,
	input score12,
	input score13,
	input score14
	);
parameter NINE 	= 7'b0011000;
parameter EIGHT = 7'b0000000;
parameter SEVEN = 7'b1111000;
parameter SIX 	= 7'b0000010;
parameter FIVE 	= 7'b0010010;
parameter FOUR 	= 7'b0011001;
parameter THREE = 7'b0110000;
parameter TWO 	= 7'b0100100;
parameter ONE 	= 7'b1111001;
parameter ZERO 	= 7'b1000000;
reg [14:0] score;
reg [3:0] digit0;
reg [3:0] digit1;
reg [3:0] digit2;
reg [3:0] digit3;
reg [2:0] display_clk;
initial
begin
	score <= 0;
	display_clk <= 0;
end
always @(posedge segclk or posedge clr)
begin
	if (clr == 1)
	begin
		an <= 4'b0000;
		seg <= ZERO;
		score <= 0;
	end
	else 
	begin
		score[0] <= score0;
		score[1] <= score1;
		score[2] <= score2;
		score[3] <= score3;
		score[4] <= score4;
		score[5] <= score5;
		score[6] <= score6;
		score[7] <= score7;
		score[8] <= score8;
		score[9] <= score9;
		score[10] <= score10;
		score[11] <= score11;
		score[12] <= score12;
		score[13] <= score13;
		score[14] <= score14;
		digit0 <= (score % 10);
		digit1 <= (score/10 % 10);
		digit2 <= (score/100 % 10);
		digit3 <= (score/1000);
		if (score >= 9999)
			score <= 9999;
		if (display_clk == 0)
		begin
			an <= 'b1110;
			case(digit0)
				0: seg <= ZERO;
				1: seg <= ONE;
				2: seg <= TWO;
				3: seg <= THREE;
				4: seg <= FOUR;
				5: seg <= FIVE;
				6: seg <= SIX;
				7: seg <= SEVEN;
				8: seg <= EIGHT;
				9: seg <= NINE;
			endcase
		end
		else if (display_clk == 1)
		begin
			an <= 'b1101;
			case(digit1)
				0: seg <= ZERO;
				1: seg <= ONE;
				2: seg <= TWO;
				3: seg <= THREE;
				4: seg <= FOUR;
				5: seg <= FIVE;
				6: seg <= SIX;
				7: seg <= SEVEN;
				8: seg <= EIGHT;
				9: seg <= NINE;
			endcase
		end
		else if (display_clk == 2)
		begin
			an <= 'b1011;
			case(digit2)
				0: seg <= ZERO;
				1: seg <= ONE;
				2: seg <= TWO;
				3: seg <= THREE;
				4: seg <= FOUR;
				5: seg <= FIVE;
				6: seg <= SIX;
				7: seg <= SEVEN;
				8: seg <= EIGHT;
				9: seg <= NINE;
			endcase
		end
		else if (display_clk == 3)
		begin
			an <= 'b0111;
			case(digit3)
				0: seg <= ZERO;
				1: seg <= ONE;
				2: seg <= TWO;
				3: seg <= THREE;
				4: seg <= FOUR;
				5: seg <= FIVE;
				6: seg <= SIX;
				7: seg <= SEVEN;
				8: seg <= EIGHT;
				9: seg <= NINE;
			endcase
		end
		display_clk <= display_clk + 1;
		if (display_clk == 4)
			display_clk <= 0;
	end
end
endmodule
[design/flow/run.sh]
#!/bin/bash
# OpenROAD 26Q1-2900-gdf79404cd8, Yosys 0.63+post, stock flow scripts
make -C /OpenROAD-flow-scripts/flow DESIGN_CONFIG=/design/flow/config.mk WORK_HOME=/design/flow/orfs finish
==> metrics.csv <==
stage;metric;value;unit
clocking;cts_tree;built;
placed_design;dpl_cell_area;9940;µm²
timing;slew_viol_final;0;
clocking;insertion_delay;0.30;ns
routing;viasPerCell;5.95;
global_routing;grt_max_degree;46;
synthesis;ys_area;9440;µm²
placed_design;place_congestion;0.904;
synthesis;ff_type;dfrtp_1;
synthesis;edf_count;19;
timing;finalSetupViolations;0;
timing;worstMarginPinSlew;0.903;ns
timing;tns;0;ns
synthesis;ys_ff;45;
min_path;hold_path_class;reg -> reg;
clocking;clockBufferDepth;2;
worst_setup_path;cp_slowest_cell;xnor2_1;
timing;hold_viol_final;0;
pwr;p_leak;3.65;nW
global_routing;grt_antenna_before_repair;0;
min_path;min_from;seg[5];
pwr;power_density;31.8;nW/µm²
routing;drt-initial-drc-count;937;
worst_setup_path;max_stage_delay;0.72;ns
timing;maxSlewHeadroom;39.5;%
worst_setup_path;cp.arrival;10.62;ns
die;fp.dieH;179;µm
clocking;cts_sinks;45;
layout;finalInstanceArea;10100;µm²
outcome;status;completed;
routing;antenna_cells;0;
worst_setup_path;reg2reg_from;score[12];
synthesis;top_area_cell;dfrtp_1;
worst_setup_path;critPathLaunchType;flop;
worst_setup_path;setup.worst_path.class;reg -> reg;
synthesis;yosysWarnings;1;
layout;area_delta_synth_final;6.93;%
global_routing;grt_overflow;0;
die;row_count;64;
global_routing;grt_pass1_wl;44800;µm
synthesis;synth_top_area_share;6.63;%
timing;clock.fmax;94.7;MHz
synthesis;ys_cells;1361;
routing;drcViolationCount;0;
clocking;postCtsHoldBufs;0;
routing;vias;10200;
clocking;root_buffer;clkbuf_16;
die;io_pins;28;
synthesis;syn_avg_cell_area;6.93;µm²
die;die_w;179;µm
die;core;30700;µm²
global_routing;grt.total_usage;17.1;%
placed_design;dpl.hpwl;20200;µm
pwr;peakVddDrop;0.0000398;V
clocking;cts_resized;0;
global_routing;grt_pass1_vias;8596;
synthesis;top_cell;nand2_1;
timing;fin_crit;10.56;ns
routing;wl;27100;µm
clocking;cts_setup_buffers;0;
synthesis;ys_types;119;
placed_design;port_buffers;27;
routing;drtPass1Iterations;7;
job;max-cap-violations;0;
timing;rsz0062_at_grt;no;
synthesis;ys_seq_share;13.0;%
synthesis;synth_cells;1361;
layout;layout-drive-gt1-share;7.25;%
die;initial_utilization;30.7;%
clocking;h-tree-depth;2;
worst_setup_path;endpoint_kind;flop;
die;dieArea;32200;µm²
routing;post_drt_wl_per_cell;15.8;µm
timing;skew;0.0103;ns
clocking;clk_pin_slew;0.07;ns
clocking;cts_buffers;5;
synthesis;yosys-top-cells-area;dfrtp_1, edfxtp_1, xnor2_1, nand2_1, o21ai_0;
timing;fin_crit_sh;66.9;%
synthesis;synth.top_cells.by_count;nand2_1, nor2_1, o21ai_0;
routing;final_antenna_net_count;0;
worst_setup_path;critPathMaxFanout;26;
worst_setup_path;required;15.86;ns
synthesis;synth_area;9440;µm²
synthesis;async_flop_share;57.8;%
job;warnings;28;
worst_setup_path;cp-startpoint;score[12];
==> per-layer routing <==
metal | global-route usage, % | wire, µm
met5 | 0 | 0
met4 | 1.75 | 235
met3 | 2.22 | 1580
met2 | 25.5 | 11800
met1 | 27.1 | 13500
==> report_power, final <==
part	switching [mW]	total, mW	internal, mW
clock	0.0504	0.109	0.0590
combinational	0.0258	0.0646	0.0389
sequential	0.0100	0.147	0.137
==> registers in the layout (all words and copies together), names as in the netlist <==
name         cells
an               4
display_clk      3
seg              7
digit0           4
digit2           4
score           15
digit1           4
digit3           4
==> logic make-up after synthesis <==
logic type                 share of synthesized area, %
and+or+nand+nor                                    28.9
AOI/OAI and AO/OA                                  39.0
buffers and inverters                              6.19
xor gates and xnor gates                           7.41
DFF                                                13.0
adders and majority gates                          3.09
muxes                                              2.48
==> placed cells by master (no fill, tap or decap), types with 12 or more instances in the layout <==
| cell | synthesis | routed |
|---|---|---|
| nand2_1 | 138 | 138 |
| nor2_1 | 117 | 117 |
| o21ai_0 | 102 | 102 |
| a21oi_1 | 97 | 97 |
| xnor2_1 | 62 | 62 |
| nor3_1 | 51 | 51 |
| nand3_1 | 48 | 48 |
| inv_1 | 43 | 42 |
| a31oi_1 | 31 | 31 |
| nand2b_1 | 28 | 28 |
| clkdlybuf4s50_1 | 0 | 27 |
| dfrtp_1 | 25 | 25 |
| o211ai_1 | 22 | 22 |
| a211oi_1 | 22 | 22 |
| o31ai_1 | 21 | 21 |
| or3_1 | 20 | 20 |
| and2_1 | 20 | 20 |
| mux2i_1 | 20 | 20 |
| buf_4 | 2 | 20 |
| o22ai_1 | 19 | 19 |
| edfxtp_1 | 19 | 19 |
| a21o_1 | 18 | 18 |
| nor4_1 | 17 | 17 |
| o21a_1 | 15 | 15 |
| nor2b_1 | 14 | 14 |
| maj3_1 | 13 | 13 |
| nand4_1 | 13 | 13 |
| ha_1 | 12 | 12 |
==> through the flow <==
step / hold slack, ns / total power [mW] / worst slack, ns / utilization (%) / std cells
floorplan: 0.424 / 0.179 / 7.55 / - / 1361
global placement: 0.464 / 0.213 / 5.72 / 32.3 / 1712
detailed placement: 0.466 / 0.214 / 5.45 / 32.3 / 1712
CTS: 0.481 / 0.325 / 5.43 / 32.8 / 1720
global route: 0.504 / 0.344 / 4.40 / 32.8 / 1720
finish: 0.475 / 0.321 / 5.24 / 32.8 / 1720
==> critical path: cells and delay by family (launching register included) <==
kind | cells | cell delay, ns
and+or+nand+nor | 12 | 4.20
AOI/OAI and AO/OA | 12 | 3.48
adders and majority gates | 3 | 1.16
xor gates and xnor gates | 1 | 0.72
DFF | 1 | 0.65
buffers and inverters | 1 | 0.10
==> area by class of cell <==
type                            instances  area (µm²)
Clock buffer                            5         125
Clock inverter                          3        21.3
Fill cell                            3280       20700
Inverter                               47         176
Multi-Input combinational cell       1177        7630
Sequential cell                        45        1220
Tap cell                              396         495
Timing Repair Buffer                   47         420
==> final timing paths <==
path                       slack [ns]  cells after the start         to
min                              0.47                      2     seg[5]
max                              5.24                     29  digit0[3]
max in group asynchronous       12.04                      3   score[5]
max reg2reg                      5.24                     29  digit0[3]
min in group asynchronous        3.34                      3      an[2]
min reg2reg                      0.47                      2     seg[5]
Power figures rest on the tool's default switching activity, not on a simulated workload.
