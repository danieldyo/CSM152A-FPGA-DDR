### config.mk
export PLATFORM = sky130hd
export DESIGN_NAME = music
export DESIGN_NICKNAME = music
export VERILOG_FILES = /design/flow/design.v
export SDC_FILE = /design/flow/constraint.sdc
export NUM_CORES = 4
export LEC_CHECK = 1
export CORE_UTILIZATION = 50
### constraint.sdc
current_design music

set clk_period 4.9
set clk_io_pct 0.2

create_clock -name clk0 -period $clk_period [get_ports {clk}]

set non_clock_inputs [all_inputs -no_clocks]
set_input_delay [expr $clk_period * $clk_io_pct] -clock clk0 $non_clock_inputs
set_output_delay [expr $clk_period * $clk_io_pct] -clock clk0 [all_outputs]
### design.v
`timescale 1ns / 1ps
module divide_by12(
	input [5:0] numerator,   
	output reg [2:0] quotient, 
	output [3:0] remainder
);
reg [1:0] remainder3to2;
always @(numerator[5:2])
case(numerator[5:2])
	 0: begin quotient=0; remainder3to2=0; end
	 1: begin quotient=0; remainder3to2=1; end
	 2: begin quotient=0; remainder3to2=2; end
	 3: begin quotient=1; remainder3to2=0; end
	 4: begin quotient=1; remainder3to2=1; end
	 5: begin quotient=1; remainder3to2=2; end
	 6: begin quotient=2; remainder3to2=0; end
	 7: begin quotient=2; remainder3to2=1; end
	 8: begin quotient=2; remainder3to2=2; end
	 9: begin quotient=3; remainder3to2=0; end
	10: begin quotient=3; remainder3to2=1; end
	11: begin quotient=3; remainder3to2=2; end
	12: begin quotient=4; remainder3to2=0; end
	13: begin quotient=4; remainder3to2=1; end
	14: begin quotient=4; remainder3to2=2; end
	15: begin quotient=5; remainder3to2=0; end
endcase
assign remainder[1:0] = numerator[1:0];   
assign remainder[3:2] = remainder3to2;   
endmodule
`timescale 1ns / 1ps
module music(
	input clk,
	output reg speaker
);
reg [30:0] tone;
always @(posedge clk) tone <= tone+31'd1;
wire [7:0] fullnote;
music_ROM get_fullnote(.clk(clk), .address(tone[29:22]), .note(fullnote));
wire [2:0] octave;
wire [3:0] note;
divide_by12 get_octave_and_note(.numerator(fullnote[5:0]), .quotient(octave), .remainder(note));
reg [8:0] clkdivider;
always @*
case(note)
	 0: clkdivider = 9'd511; 
	 1: clkdivider = 9'd482; 
	 2: clkdivider = 9'd455; 
	 3: clkdivider = 9'd430; 
	 4: clkdivider = 9'd405; 
	 5: clkdivider = 9'd383; 
	 6: clkdivider = 9'd361; 
	 7: clkdivider = 9'd341; 
	 8: clkdivider = 9'd322; 
	 9: clkdivider = 9'd303; 
	10: clkdivider = 9'd286; 
	11: clkdivider = 9'd270; 
	default: clkdivider = 9'd0;
endcase
reg [8:0] counter_note;
reg [7:0] counter_octave;
always @(posedge clk) counter_note <= counter_note==0 ? clkdivider : counter_note-9'd1;
always @(posedge clk) if(counter_note==0) counter_octave <= counter_octave==0 ? 8'd255 >> octave : counter_octave-8'd1;
always @(posedge clk) if(counter_note==0 && counter_octave==0 && fullnote!=0 && tone[21:18]!=0) speaker <= ~speaker;
endmodule
`timescale 1ns / 1ps
module music_ROM(
	input clk,
	input [7:0] address,
	output reg [7:0] note
);
always @(posedge clk)
case(address)
	  0: note<= 8'd25;
	  1: note<= 8'd27;
	  2: note<= 8'd27;
	  3: note<= 8'd25;
	  4: note<= 8'd22;
	  5: note<= 8'd22;
	  6: note<= 8'd30;
	  7: note<= 8'd30;
	  8: note<= 8'd27;
	  9: note<= 8'd27;
	 10: note<= 8'd25;
	 11: note<= 8'd25;
	 12: note<= 8'd25;
	 13: note<= 8'd25;
	 14: note<= 8'd25;
	 15: note<= 8'd25;
	 16: note<= 8'd25;
	 17: note<= 8'd27;
	 18: note<= 8'd25;
	 19: note<= 8'd27;
	 20: note<= 8'd25;
	 21: note<= 8'd25;
	 22: note<= 8'd30;
	 23: note<= 8'd30;
	 24: note<= 8'd29;
	 25: note<= 8'd29;
	 26: note<= 8'd29;
	 27: note<= 8'd29;
	 28: note<= 8'd29;
	 29: note<= 8'd29;
	 30: note<= 8'd29;
	 31: note<= 8'd29;
	 32: note<= 8'd23;
	 33: note<= 8'd25;
	 34: note<= 8'd25;
	 35: note<= 8'd23;
	 36: note<= 8'd20;
	 37: note<= 8'd20;
	 38: note<= 8'd29;
	 39: note<= 8'd29;
	 40: note<= 8'd27;
	 41: note<= 8'd27;
	 42: note<= 8'd25;
	 43: note<= 8'd25;
	 44: note<= 8'd25;
	 45: note<= 8'd25;
	 46: note<= 8'd25;
	 47: note<= 8'd25;
	 48: note<= 8'd25;
	 49: note<= 8'd27;
	 50: note<= 8'd25;
	 51: note<= 8'd27;
	 52: note<= 8'd25;
	 53: note<= 8'd25;
	 54: note<= 8'd27;
	 55: note<= 8'd27;
	 56: note<= 8'd22;
	 57: note<= 8'd22;
	 58: note<= 8'd22;
	 59: note<= 8'd22;
	 60: note<= 8'd22;
	 61: note<= 8'd22;
	 62: note<= 8'd22;
	 63: note<= 8'd22;
	 64: note<= 8'd25;
	 65: note<= 8'd27;
	 66: note<= 8'd27;
	 67: note<= 8'd25;
	 68: note<= 8'd22;
	 69: note<= 8'd22;
	 70: note<= 8'd30;
	 71: note<= 8'd30;
	 72: note<= 8'd27;
	 73: note<= 8'd27;
	 74: note<= 8'd25;
	 75: note<= 8'd25;
	 76: note<= 8'd25;
	 77: note<= 8'd25;
	 78: note<= 8'd25;
	 79: note<= 8'd25;
	 80: note<= 8'd25;
	 81: note<= 8'd27;
	 82: note<= 8'd25;
	 83: note<= 8'd27;
	 84: note<= 8'd25;
	 85: note<= 8'd25;
	 86: note<= 8'd30;
	 87: note<= 8'd30;
	 88: note<= 8'd29;
	 89: note<= 8'd29;
	 90: note<= 8'd29;
	 91: note<= 8'd29;
	 92: note<= 8'd29;
	 93: note<= 8'd29;
	 94: note<= 8'd29;
	 95: note<= 8'd29;
	 96: note<= 8'd23;
	 97: note<= 8'd25;
	 98: note<= 8'd25;
	 99: note<= 8'd23;
	100: note<= 8'd20;
	101: note<= 8'd20;
	102: note<= 8'd29;
	103: note<= 8'd29;
	104: note<= 8'd27;
	105: note<= 8'd27;
	106: note<= 8'd25;
	107: note<= 8'd25;
	108: note<= 8'd25;
	109: note<= 8'd25;
	110: note<= 8'd25;
	111: note<= 8'd25;
	112: note<= 8'd25;
	113: note<= 8'd27;
	114: note<= 8'd25;
	115: note<= 8'd27;
	116: note<= 8'd25;
	117: note<= 8'd25;
	118: note<= 8'd32;
	119: note<= 8'd32;
	120: note<= 8'd30;
	121: note<= 8'd30;
	122: note<= 8'd30;
	123: note<= 8'd30;
	124: note<= 8'd30;
	125: note<= 8'd30;
	126: note<= 8'd30;
	127: note<= 8'd30;
	128: note<= 8'd27;
	129: note<= 8'd27;
	130: note<= 8'd27;
	131: note<= 8'd27;
	132: note<= 8'd30;
	133: note<= 8'd30;
	134: note<= 8'd30;
	135: note<= 8'd27;
	136: note<= 8'd25;
	137: note<= 8'd25;
	138: note<= 8'd22;
	139: note<= 8'd22;
	140: note<= 8'd25;
	141: note<= 8'd25;
	142: note<= 8'd25;
	143: note<= 8'd25;
	144: note<= 8'd23;
	145: note<= 8'd23;
	146: note<= 8'd27;
	147: note<= 8'd27;
	148: note<= 8'd25;
	149: note<= 8'd25;
	150: note<= 8'd23;
	151: note<= 8'd23;
	152: note<= 8'd22;
	153: note<= 8'd22;
	154: note<= 8'd22;
	155: note<= 8'd22;
	156: note<= 8'd22;
	157: note<= 8'd22;
	158: note<= 8'd22;
	159: note<= 8'd22;
	160: note<= 8'd20;
	161: note<= 8'd20;
	162: note<= 8'd22;
	163: note<= 8'd22;
	164: note<= 8'd25;
	165: note<= 8'd25;
	166: note<= 8'd27;
	167: note<= 8'd27;
	168: note<= 8'd29;
	169: note<= 8'd29;
	170: note<= 8'd29;
	171: note<= 8'd29;
	172: note<= 8'd29;
	173: note<= 8'd29;
	174: note<= 8'd29;
	175: note<= 8'd29;
	176: note<= 8'd30;
	177: note<= 8'd30;
	178: note<= 8'd30;
	179: note<= 8'd30;
	180: note<= 8'd29;
	181: note<= 8'd29;
	182: note<= 8'd27;
	183: note<= 8'd27;
	184: note<= 8'd25;
	185: note<= 8'd25;
	186: note<= 8'd23;
	187: note<= 8'd20;
	188: note<= 8'd20;
	189: note<= 8'd20;
	190: note<= 8'd20;
	191: note<= 8'd20;
	192: note<= 8'd25;
	193: note<= 8'd27;
	194: note<= 8'd27;
	195: note<= 8'd25;
	196: note<= 8'd22;
	197: note<= 8'd22;
	198: note<= 8'd30;
	199: note<= 8'd30;
	200: note<= 8'd27;
	201: note<= 8'd27;
	202: note<= 8'd25;
	203: note<= 8'd25;
	204: note<= 8'd25;
	205: note<= 8'd25;
	206: note<= 8'd25;
	207: note<= 8'd25;
	208: note<= 8'd25;
	209: note<= 8'd27;
	210: note<= 8'd25;
	211: note<= 8'd27;
	212: note<= 8'd25;
	213: note<= 8'd25;
	214: note<= 8'd30;
	215: note<= 8'd30;
	216: note<= 8'd29;
	217: note<= 8'd29;
	218: note<= 8'd29;
	219: note<= 8'd29;
	220: note<= 8'd29;
	221: note<= 8'd29;
	222: note<= 8'd29;
	223: note<= 8'd29;
	224: note<= 8'd23;
	225: note<= 8'd25;
	226: note<= 8'd25;
	227: note<= 8'd23;
	228: note<= 8'd20;
	229: note<= 8'd20;
	230: note<= 8'd29;
	231: note<= 8'd29;
	232: note<= 8'd27;
	233: note<= 8'd27;
	234: note<= 8'd25;
	235: note<= 8'd25;
	236: note<= 8'd25;
	237: note<= 8'd25;
	238: note<= 8'd25;
	239: note<= 8'd25;
	240: note<= 8'd25;
	241: note<= 8'd0;
	242: note<= 8'd00;
	default: note <= 8'd0;
endcase
endmodule
### run.sh
#!/bin/bash
# OpenROAD 26Q1-2900-gdf79404cd8, Yosys 0.63+post, stock flow scripts
make -C /OpenROAD-flow-scripts/flow DESIGN_CONFIG=/design/flow/config.mk WORK_HOME=/design/flow/orfs finish
==> out/summary.rpt <==
================================================================================
Status                                                              complete, no violations
Filler Cells Inserted                                                        585
Unrepaired setup endpoints after global routing                            false
PwrDens                                                               219 mW/mm2
Setup Buffers After CTS                                                        0
Final Hold Viols                                                               0
Total area of sequential cells                                       0.00117 mm2
Classification of the worst-slack hold path                           reg -> reg
Residual DRC                                                                   0
Quantity of gates resized following cts                                        0
Area of combinational cells with multiple inputs                     0.00189 mm2
Remaining global-route overflow                                                0
GRT Total Usage                                                            0.194
Critical setup path kind                                              reg -> reg
IR drop worst, VDD                                                        128 uV
Maximum operating frequency                                            0.466 GHz
Floorplan row count                                                           29
Pins over their slew limit                                                     0
CTS tree                                                                     yes
Final setup fails                                                              0
Layer with the highest usage                                                met2
Synth Area per Inst                                                     8.96 um2
Crit path required time                                                  5130 ps
Detail-routed via count per cell                                            5.55
Number of different library cells in the post-synthesis netlist               53
Synthesis area per yosys                                             0.00326 mm2
Total wire length after detailed routing                                 5910 um
Number of global-route vias before repair                                  2,176
Buffer cell driving the clock tree root                             sky130_fd_sc_hd__clkbuf_8
Number of H-tree levels                                                        2
Number of antenna violations at the first check in global routing              0
Met1 global-route usage                                                    0.302
Largest net degree at the start of global routing                             22
CTS clock-pin slew for the worst setup and hold paths                     100 ps
Met2 usage in global routing                                               0.303
FF+latch count, synth                                                         54
Count of port buffers added during placement                                   1
Core region area                                                     0.00631 mm2
Proportion of layout cells with a drive suffix above 1                    0.0613
Maxcap violations                                                              0
Number of synthesized flops with an enable pin                                 9
Buffers from clock root to sink, at most                                       2
Wire per inst                                                            13.6 um
Aggregate negative setup slack                                              0 ps
TritonCTS Buffers                                                              5
Relative max-transition margin                                             0.434
Combined area of all synthesized cells                               0.00326 mm2
Final-layout worst hold slack                                             429 ps
Y dimension of the die                                                   82.8 um
Horizontal die dimension                                                 82.8 um
YS warnings                                                                    3
Starting DRC count in detailed routing                                        89
Routability-driven placement congestion ratio                              0.859
Count of mapped cells out of synthesis                                       364
GR met3 Demand/Resource                                                   0.0288
Top flip-flop cell by instance count after synthesis                sky130_fd_sc_hd__dfxtp_1
Number of buffers added to fix hold violations after cts                       0
Total number of clock tree sinks                                              54
Initial standard-cell utilization of the core                              0.517
Signal arrival time at the worst endpoint                                2380 ps
N_diodes                                                                       0
Growth of design area from synthesis to finish                             3.60%
Critical path fanouts, max                                                     5
Worst Clk Skew                                                           13.8 ps
Warning total across the stage logs                                           40
Critical path capture point type                                            flop
Fin crit period                                                          2140 ps
Leakage dissipation                                                      1.25 nW
Total via count in the routed design                                       2,421
Post-DP HPWL                                                             4250 um
# Cells Yosys                                                                364
Async S/R FF share, synth                                                      0
Remaining antenna violation count after routing                                0
Post-layout period usage                                                   0.438
Setup crit start kind                                                       flop
Length of the first detailed-routing pass in iterations                        4
Slew at the pin closest to its max-slew limit                             842 ps
First-pass GRT wire length                                             10,300 um
Chip area                                                            0.00685 mm2
Clock insertion delay at the later pin of the skew report                 310 ps
Boundary Pins                                                                  2
Share of the yosys chip area belonging to registers                        0.359
================================================================================
through the flow:
stage | setup WS, ps | cell area [um2] | std cells | util | power (mW)
after CTS | 2750 | 3380 | 436 | 0.535 | 0.755
final | 2760 | 3380 | 436 | 0.535 | 0.741
after floorplan | 3000 | 3260 | 364 | - | 0.459
after global routing | 2640 | 3380 | 436 | 0.535 | 0.775
after global placement | 2770 | 3260 | 428 | 0.517 | 0.459
after detailed placement | 2780 | 3260 | 428 | 0.517 | 0.459
flip-flops by register name, summed over array words and instances, names as in the netlist:
register / count
tone: 30
speaker: 1
counter_note: 9
get_fullnote.note: 6
counter_octave: 8
cell families after synthesis:
family | synth area share
adders and majority gates | 0.0844
AOI/OAI and AO/OA | 0.135
muxes | 0.0314
xor gates and xnor gates | 0.102
buffers and inverters | 0.0610
DFF | 0.359
and+or+nand+nor | 0.228
power by group:
part	internal (mW)	total [mW]	leakage, nW	switching [mW]
Combinational	0	0.000000725	0.725	0
Sequential	0.449	0.449	0.467	0
Clock	0.148	0.292	0.0600	0.145
Total	0.596	0.741	1.25	0.145
placed cells by master (no fill, tap or decap), drive strengths merged, types with 3 or more instances in the layout:
| cell | netlist | routed |
|---|---|---|
| xnor2 | 25 | 25 |
| nand2 | 33 | 33 |
| o211ai | 4 | 4 |
| edfxtp | 9 | 9 |
| nor2 | 24 | 24 |
| a31oi | 7 | 7 |
| mux2i | 8 | 8 |
| a21oi | 17 | 17 |
| clkbuf | 9 | 7 |
| nand4 | 7 | 7 |
| and3 | 7 | 7 |
| a22oi | 4 | 4 |
| nand2b | 4 | 4 |
| nor4 | 9 | 9 |
| or3 | 6 | 6 |
| nand3b | 3 | 3 |
| a211o | 4 | 4 |
| ha | 22 | 22 |
| nand3 | 17 | 17 |
| o21ai | 14 | 14 |
| a21o | 3 | 3 |
| o311ai | 3 | 3 |
| inv | 24 | 25 |
| nor2b | 5 | 5 |
| xor2 | 13 | 13 |
| nor3 | 9 | 9 |
| dfxtp | 45 | 45 |
final cells by class:
class	instances	share of cell area
sequential	54	0.346
multi-input combinational	271	0.560
timing repair buffer	1	0.00296
clock inverter	1	0.00259
inverter	25	0.0278
clock buffer	7	0.0318
tap	77	0.0285
routing by layer:
metal  vias to the layer above  share of wire
met5                         -              0
met3                         7          0.025
met1                      1109           0.52
met4                         0          0.011
li1                       1280              -
met2                        25           0.44
Yosys cell counts, types with 5 or more instances:
cell type | count | area [um2]
sky130_fd_sc_hd__a21oi_1 | 17 | 85.1
sky130_fd_sc_hd__nand2_1 | 33 | 124
sky130_fd_sc_hd__o21ai_0 | 14 | 70.1
sky130_fd_sc_hd__inv_1 | 24 | 90.1
sky130_fd_sc_hd__nor2_1 | 24 | 90.1
sky130_fd_sc_hd__nand3_1 | 15 | 75.1
sky130_fd_sc_hd__or3_1 | 6 | 37.5
sky130_fd_sc_hd__nor4_1 | 7 | 43.8
sky130_fd_sc_hd__xor2_1 | 13 | 114
sky130_fd_sc_hd__dfxtp_1 | 45 | 901
sky130_fd_sc_hd__xnor2_1 | 25 | 219
sky130_fd_sc_hd__nor3_1 | 8 | 40.0
sky130_fd_sc_hd__edfxtp_1 | 9 | 270
sky130_fd_sc_hd__nor2b_1 | 5 | 31.3
sky130_fd_sc_hd__ha_1 | 22 | 275
sky130_fd_sc_hd__clkbuf_1 | 5 | 18.8
sky130_fd_sc_hd__mux2i_1 | 8 | 80.1
sky130_fd_sc_hd__a31oi_1 | 7 | 43.8
sky130_fd_sc_hd__nand4_1 | 7 | 43.8
path summary, 6_finish.rpt:
| path | startpoint | slack, ps | endpoint | depth (start not counted) |
|---|---|---|---|---|
| hold / removal | tone[0]$_DFF_P_ | 430 | tone[0]$_DFF_P_ | 1 |
| hold reg to reg | tone[0]$_DFF_P_ | 430 | tone[0]$_DFF_P_ | 1 |
| setup / recovery | get_fullnote.note[3]$_DFF_P_ | 2760 | counter_note[5]$_DFF_P_ | 6 |
| setup reg to reg | get_fullnote.note[3]$_DFF_P_ | 2760 | counter_note[5]$_DFF_P_ | 6 |
critical path, stage by stage, from the launching register on:
cell	delay [ps]
sky130_fd_sc_hd__dfxtp_1	420
sky130_fd_sc_hd__inv_1	110
sky130_fd_sc_hd__ha_1	340
sky130_fd_sc_hd__or4b_2	640
sky130_fd_sc_hd__o311ai_0	170
sky130_fd_sc_hd__a21oi_1	200
sky130_fd_sc_hd__a22oi_1	200
Power and IR drop assume default switching activity.
